## flow/run.sh

```bash
#!/bin/bash
# OpenROAD 26Q1-2900-gdf79404cd8, Yosys 0.63+post, stock flow scripts
make -C /OpenROAD-flow-scripts/flow DESIGN_CONFIG=/design/flow/config.mk WORK_HOME=/design/flow/orfs finish
```

## flow/design.v

```verilog
`timescale 1us / 1ns
module adc_logic(
    a,
    y
);
input [4:0] a;
output [4:0] y;
wire [4:0] a;
wire [4:0] y;
assign y[0] = ( (~a[4]) & a[1] & a[0] ) & ( (a[3] & a[2]) | ((~a[3]) & (~a[2])) );
assign y[1] = (a[0] & a[1] & a[2] & a[3] & a[4]) | (( (~a[4]) & (~a[3]) & (~a[2]) ) & ( (a[1] & a[0]) | ((~a[1]) & a[0]) ));
assign y[2] = ( (~a[4]) & (~a[3]) & (~a[2]) ) & ( (a[1] & a[0]) | ((~a[1]) & a[0]) );
assign y[3] = ( (~a[4]) & (~a[3]) & (~a[2]) ) & ( (a[1] & a[0]) | ((~a[1]) & a[0]) );
assign y[4] = ( (~a[4]) & (~a[3]) & (~a[2]) ) & ( (a[1] & a[0]) | ((~a[1]) & a[0]) );
endmodule
`timescale 1us / 1ns
module counter_5b (
    mclk,
    reset,
    D,
    carrybit
);
input mclk;
input reset;
input [4:0] D;
output carrybit;
wire mclk;
wire reset;
wire [4:0] D;
reg [5:0] count;
wire carrybit;
assign carrybit = count[5];
    always @(posedge mclk or posedge reset) begin   
        if (reset) begin            
            count <= 6'b000000;            
        end else begin
        count <= count + 6'b000001;
        if (carrybit==1'b1) begin
            count <= D;
        end
        end
    end
endmodule
`timescale 1us / 1ns
module d_ff(
    d,
    clk,
    rst,
    q
);
input d;
input clk;
input rst;
output q;
wire d;
wire clk;
wire rst;
reg q;
always @(posedge clk or posedge rst) begin
    if (rst) begin
        q <= 0;
    end else begin
        q <= d;
    end
end
endmodule
`timescale 1us / 1ns
module initial_logic (
    inp,
    rst,
    carry,
    out1
);
input inp;
input rst;
input carry;
output out1;
wire inp;
wire rst;
wire carry;
wire out1;
wire q1;
wire q2;
wire q2b;
assign q2b = ~q2;
assign out1 = q1 ^ q2;
d_ff d1(q2b,inp,rst,q1);
d_ff d2(q1,carry,rst,q2);
endmodule
`timescale 1us / 1ns
module timing_cont(
    mclk,
    rst,
    carry,
    carry_3_5,
    out2
);
input mclk;
input carry;
input rst;
output carry_3_5;
output out2;
wire mclk;
wire carry;
wire mclkinv;
wire onelogic;
wire rst;
wire outqo0;
wire outqo1;
wire outqo2;
wire outqo3;
wire outqo4;
wire outqo5;
wire outqo6;
wire outqo7;
wire outqc0;
wire outqc1;
wire outqc2;
wire outqc3;
wire outqc4;
wire outqc5;
wire outqc6;
wire outqc7;
wire outqc8;
wire reset_42_5;
wire init_rst;
wire carry_3_5;
wire out2;
assign mclkinv  = ~mclk;
assign onelogic = 1'b1;
assign init_rst = reset_42_5 | rst;
d_ff dff_out2_01(onelogic,carry,init_rst,out2);
d_ff dff_out2_02(out2,mclkinv,rst,outqo0);
d_ff dff_out2_03(outqo0,mclkinv,rst,outqo1);
d_ff dff_out2_04(outqo1,mclkinv,rst,outqo2);
d_ff dff_out2_05(outqo2,mclkinv,rst,outqo3);
d_ff dff_out2_06(outqo3,mclkinv,rst,outqo4);
d_ff dff_out2_07(outqo4,mclkinv,rst,outqo5);
d_ff dff_out2_08(outqo5,mclkinv,rst,outqo6);
d_ff dff_out2_09(outqo6,mclkinv,rst,outqo7);
d_ff dff_out2_10(outqo7,mclkinv,rst,reset_42_5);
d_ff dff_carry_3_5_01(reset_42_5,mclk,rst,outqc0);
d_ff dff_carry_3_5_02(outqc0,mclk,rst,outqc1);
assign carry_3_5 = outqc0 & (~outqc1);
endmodule
`timescale 1us / 1ns
module top_module (
    adcbits,
    mclk,
    mrst,
    inp,
    y,
    out2,
    carry,
    carry_3_5,
    out1
);
input [4:0] adcbits;
input mclk;
input mrst;
input inp;
output out2;
output carry;
output carry_3_5;
output [4:0] y;
output out1;
wire [4:0] adcbits;
wire mclk;
wire mrst;
wire inp;
wire carry;
wire carry_3_5;
wire out2;
wire [4:0] y;
wire out1;
wire [4:0] D;
adc_logic adclogic(adcbits,y);
two_minus_z_inverse two1(y,mrst,carry_3_5,carry,D);
counter_5b cnt5(mclk,mrst,D,carry);
timing_cont ti1(mclk,mrst,carry,carry_3_5,out2);
initial_logic il(inp,mrst,carry,out1);
endmodule
`timescale 1us / 1ns
module two_minus_z_inverse(
    y,
    rst,
    carry_3_5,
    carry,
    D
);
input [4:0] y;
input rst;
input carry_3_5;
input carry;
output [4:0] D;
wire [4:0] y;
wire rst;
wire carry_3_5;
wire carry;
wire [4:0] twice_y;
wire [4:0] delayed_y_twos_comp;
reg [4:0] delayed_y;
reg [4:0] v;
wire [4:0] D;
assign twice_y = 2*y;
always @(posedge carry or posedge rst) begin
    if (rst) begin
        delayed_y <= 5'b00000;
    end else begin
        delayed_y <= y;
    end    
end
assign delayed_y_twos_comp = ~(delayed_y) + 5'b00001;
always @(posedge carry_3_5 or posedge rst) begin
    if (rst) begin
        v <= 5'b00000;
    end else begin
    v <= twice_y + delayed_y_twos_comp; 
    end   
end
assign D = v + 5'b01101;
endmodule
```

## flow/config.mk

```make
export PLATFORM = sky130hd
export DESIGN_NAME = top_module
export DESIGN_NICKNAME = top_module
export VERILOG_FILES = /design/flow/design.v
export SDC_FILE = /design/flow/constraint.sdc
export NUM_CORES = 4
export LEC_CHECK = 1
export CORE_UTILIZATION = 30
```

## flow/constraint.sdc

```tcl
current_design top_module

set clk_period 1.3
set clk_io_pct 0.2

create_clock -name clk0 -period $clk_period [get_ports {inp}]
create_clock -name clk1 -period $clk_period [get_ports {mclk}]

set non_clock_inputs [all_inputs -no_clocks]
set_input_delay [expr $clk_period * $clk_io_pct] -clock clk0 $non_clock_inputs
set_output_delay [expr $clk_period * $clk_io_pct] -clock clk0 [all_outputs]
```

==> ci_impl_report.md <==
## Synthesis and layout report

| Metric | Value |
|---|---|
| Share of the synthesized area in the top cell type | 43.7% |
| Setup Skew | 0.00498 ns |
| Avg Cell Area, Syn | 13.9 sq um |
| Synth Instances | 78 |
| Hold endpoint | ti1.dff_out2_03.q$_DFF_NP0_ |
| Number of enable flip-flop cells | 0 |
| CTS tree | done |
| Final core utilization | 41.0% |
| Die width | 62.2 um |
| Logic family by area | XOR/XNOR gates |
| Fin cells | 150 |
| Net Sw Frac | 22.0% |
| Core footprint | 3420 sq um |
| Min-delay src | ti1.dff_out2_02.q$_DFF_NP0_ |
| Crit-path slowest cell | or3_4 |
| Total I/O pin count | 17 |
| Yosys Chip Area | 1090 sq um |
| GP Congestion | 0.706 |
| Hold crit path type | reg2reg |
| Psw | 205 uW |
| ANT nets after route | 0 |
| Aoi share | 4.14% |
| Leakage power | 0.669 nW |
| PnR worst setup slack | 0.0451 ns |
| Distinct lib cells used | 27 |
| PortBufs | 15 |
| Tool warnings | 28 |
| Root buf cell | clkbuf_4 |
| Tot GR Track Use | 9.22% |
| Mux cell area share | 3.80% |
| Reg2reg end | ti1.dff_carry_3_5_01.q$_DFF_PP0_ |
| Synth Seq Share | 64.4% |
| Area leader, netlist | dfrtp_1 |
| Cells after DPL | 144 |
| Seq cells post-synth | 28 |
| Top area cell types | dfrtp_1 44%, dfrtn_1 21%, ha_1 5.8% |
| First-pass GRT wire length | 2.78 mm |
| CP Data Required Time | 1.04 ns |
| Post-synth ARST share | 100% |
| Avg WL per Cell | 9.68 um |
| Most used DFF post-synth | dfrtp_1 |
| Max-cap check violation count | 0 |
| Post-synthesis cell count from yosys | 78 |
| Setup violators final | 0 |
| XOR/XNOR Fraction of Synth Area | 8.06% |
| Reg2reg path depth | 0 |
| Unrepaired setup endpoints after global routing | false |
| Largest net degree at the start of global routing | 19 |
| Post-CTS Hold Buffers | 0 |
| Vias | 623 |
| Adder Area Share | 7.59% |
| Ant diodes | 0 |
| Drt pass-1 iters | 3 |
| Hold_ws | 0.299 ns |
| FF-to-FF Start | ti1.dff_out2_10.q$_DFF_NP0_ |
| Chip area | 3870 sq um |
| Number of unconstrained endpoints | 12 |
| Area Growth Syn to Fin | 28.9% |
| Pre-CTS setup slack | -0.703 ns |
| R2r setup slk | 0.15 ns |
| DRC violations left | 0 |
| Clock power share | 30.0% |
| Share of cells above drive strength 1 | 27.9% |
| Yosys warning total | 3 |
| Crit Path Max Fanout | 3 |
| CP Cell Sequence | buf_6 > or3_4 > a21boi_2 > clkbuf_2 |
| CTS H-tree depth | 1 |
| Fp_density | 31.8% |
| WL final | 1.45 mm |
| Simple share | 7.71% |
| Clock buffer depth | 2 |
| Status | finished clean |
| Crit path DAT | 0.99 ns |
| Combinational Power Share | 9.8% |
| Drt first-iter violations | 15 |
| CTS clock-pin slew for the worst setup and hold paths | 0.07 ns |
| Row cnt | 21 |
| Hold Path Depth | 0 |
| Vias in the first global route | 644 |
| Count of unclocked register or latch pins | 10 |
| Crit Path Category | in2out |
| Sequential Power Share | 60.1% |
| PwrDens | 668 nW/um^2 |
| Fin Setup TNS | 0 ns |
| Peak supply drop | 0.322 mV |
| Mapped cell area | 1090 sq um |
| Initial antenna violation count | 0 |
| Post-DP HPWL | 1.09 mm |
| Slowest stage delay, CP | 0.38 ns |
| Internal power | 730 uW |
| Inserted Clock Buffers | 3 |
| Final Hold Fails | 0 |
| Max-slew violation count | 0 |
| CP Capture Type | output pin |
| Die height | 62.2 um |
| Routed vias/inst | 4.15 |
| Grt total ovfl | 0 |
| Worst Setup Start Kind | primary input |
## cell type report
cell class              instances  area [sq um]
repair buffers                 25           205
clock inverters                 1          6.26
inverters                       6          26.3
well taps                      46          57.6
flip-flops and latches         28           701
fillers                       322          2010
clock buffers                   3          22.5
multi-input cells              41           383
## flip-flops by register name, indices dropped and copies added (netlist names)
register and cells:
cnt5.count 6, il.d1.q 1, il.d2.q 1, ti1.dff_carry_3_5_01.q 1, ti1.dff_carry_3_5_02.q 1, ti1.dff_out2_01.q 1, ti1.dff_out2_02.q 1, ti1.dff_out2_03.q 1
ti1.dff_out2_04.q 1, ti1.dff_out2_05.q 1, ti1.dff_out2_06.q 1, ti1.dff_out2_07.q 1, ti1.dff_out2_08.q 1, ti1.dff_out2_09.q 1, ti1.dff_out2_10.q 1, two1.delayed_y 3
two1.v 5
## per-stage QoR
step,total power [mW],area (sq um)
after CTS,0.953,1390
after floorplan,0.612,1090
after global placement,0.657,1340
after global routing,0.986,1400
final,0.936,1400
after detailed placement,0.659,1340
## worst max path at each step
stage,start,to,slack [ns],cells past startpoint
4_1_cts,adcbits[2],y[1],-0.07,4
5_1_grt,adcbits[2],y[0],0.002,5
6_report,adcbits[2],y[1],0.05,4
## synth_stat cells (2+ instances only)
master / n
nand2_1: 2
xor2_1: 5
nand3_1: 2
buf_4: 2
xnor2_1: 5
nor2_1: 2
dfrtp_1: 19
inv_1: 6
nand3b_1: 2
mux2i_1: 3
dfrtn_1: 9
ha_1: 5
a21oi_1: 2
## what timing repair did
item	CTS	global route
pin swaps	5	1
setup buffers	1	2
gates cloned	0	0
endpoints found under the setup margin	7	2
resized	39	2
## power groups by stage
stage / registers [mW] / logic [mW] / clock network (mW)
after CTS: 0.563 / 0.0932 / 0.297
after global routing: 0.563 / 0.105 / 0.318
final: 0.563 / 0.0919 / 0.281
## layer usage
| layer | GRT usage, % | vias up | part of all wire, % |
|---|---|---|---|
| li1 | - | 309 | - |
| met1 | 14.2 | 295 | 48 |
| met2 | 13.6 | 19 | 44 |
| met3 | 3.54 | 0 | 7.5 |
| met4 | 0.581 | 0 | 0 |
| met5 | 0 | - | 0 |
## layout by cell type (no fill, tap or decap), types with 2 or more instances in the layout
cell type / synthesis / layout
dfrtp_1: 19 / 19
buf_4: 2 / 9
dfrtn_1: 9 / 9
xor2_1: 5 / 5
inv_1: 6 / 5
ha_1: 5 / 5
dlygate4sd2_1: 0 / 5
xnor2_1: 5 / 4
mux2i_1: 3 / 3
clkbuf_4: 0 / 3
buf_2: 1 / 3
buf_6: 0 / 3
clkdlybuf4s50_1: 0 / 3
nand3_1: 2 / 2
a21oi_1: 2 / 2
nand2_1: 2 / 2
nand3b_1: 2 / 2
nor2_1: 2 / 2
## logic make-up after synthesis
kind of cell	count (synthesis)
multiplexers	4
AND/OR/NAND/NOR	14
adder cells (fa/ha/maj)	6
buffers and inverters	9
AND-OR/OR-AND	6
XOR/XNOR	10
flip-flops	28
other	1
## critical path, delay by kind of cell
kind	cells	cell delay, ns
simple gates	1	0.38
compound gates	1	0.14
buf+inv	2	0.21
No activity file was given, so power comes from the tool's default toggle rates.
